[flow/constraint.sdc]
current_design async_fifo

set clk_period 2.9
set clk_io_pct 0.2

create_clock -name clk0 -period $clk_period [get_ports {rd_clk}]
create_clock -name clk1 -period $clk_period [get_ports {wr_clk}]

set non_clock_inputs [all_inputs -no_clocks]
set_input_delay [expr $clk_period * $clk_io_pct] -clock clk0 $non_clock_inputs
set_output_delay [expr $clk_period * $clk_io_pct] -clock clk0 [all_outputs]
[flow/config.mk]
export PLATFORM = sky130hd
export DESIGN_NAME = async_fifo
export DESIGN_NICKNAME = async_fifo
export VERILOG_FILES = /design/flow/design.v
export SDC_FILE = /design/flow/constraint.sdc
export NUM_CORES = 4
export LEC_CHECK = 1
export CORE_UTILIZATION = 30
[flow/run.sh]
#!/bin/bash
# OpenROAD 26Q1-2900-gdf79404cd8, Yosys 0.63+post, stock flow scripts
make -C /OpenROAD-flow-scripts/flow DESIGN_CONFIG=/design/flow/config.mk WORK_HOME=/design/flow/orfs finish
[flow/design.v]
module async_fifo (
    input wire wr_clk,
    input wire rd_clk,
    input wire rst,
    input wire wr_en,
    input wire rd_en,
    input wire [7:0] din,
    output reg [7:0] dout,
    output wire fifo_full,
    output wire fifo_empty,
    output wire data_out_valid
);
    localparam DEPTH = 16;
    localparam ADDR_WIDTH = 4;
    reg [7:0] mem [DEPTH-1:0];
    reg [ADDR_WIDTH-1:0] wr_ptr = 0;
    reg [ADDR_WIDTH-1:0] rd_ptr = 0;
    reg [ADDR_WIDTH-1:0] wr_ptr_gray = 0;
    reg [ADDR_WIDTH-1:0] rd_ptr_gray = 0;
    reg [ADDR_WIDTH-1:0] wr_ptr_gray_sync1 = 0;
    reg [ADDR_WIDTH-1:0] wr_ptr_gray_sync2 = 0;
    reg [ADDR_WIDTH-1:0] rd_ptr_gray_sync1 = 0;
    reg [ADDR_WIDTH-1:0] rd_ptr_gray_sync2 = 0;
    function [ADDR_WIDTH-1:0] bin2gray(input [ADDR_WIDTH-1:0] bin);
        bin2gray = (bin >> 1) ^ bin;
    endfunction
    function [ADDR_WIDTH-1:0] gray2bin(input [ADDR_WIDTH-1:0] gray);
        integer i;
        begin
            gray2bin[ADDR_WIDTH-1] = gray[ADDR_WIDTH-1];
            for (i = ADDR_WIDTH-2; i >= 0; i = i - 1)
                gray2bin[i] = gray2bin[i+1] ^ gray[i];
        end
    endfunction
    always @(posedge wr_clk or posedge rst) begin
        if (rst) begin
            wr_ptr <= 0;
            wr_ptr_gray <= 0;
        end else if (wr_en && !fifo_full) begin
            mem[wr_ptr] <= din;
            wr_ptr <= wr_ptr + 1;
            wr_ptr_gray <= bin2gray(wr_ptr + 1);
        end
    end
    always @(posedge rd_clk or posedge rst) begin
        if (rst) begin
            rd_ptr <= 0;
            rd_ptr_gray <= 0;
            dout <= 0;
        end else if (rd_en && !fifo_empty) begin
            dout <= mem[rd_ptr];
            rd_ptr <= rd_ptr + 1;
            rd_ptr_gray <= bin2gray(rd_ptr + 1);
        end
    end
    always @(posedge rd_clk or posedge rst) begin
        if (rst) begin
            wr_ptr_gray_sync1 <= 0;
            wr_ptr_gray_sync2 <= 0;
        end else begin
            wr_ptr_gray_sync1 <= wr_ptr_gray;
            wr_ptr_gray_sync2 <= wr_ptr_gray_sync1;
        end
    end
    always @(posedge wr_clk or posedge rst) begin
        if (rst) begin
            rd_ptr_gray_sync1 <= 0;
            rd_ptr_gray_sync2 <= 0;
        end else begin
            rd_ptr_gray_sync1 <= rd_ptr_gray;
            rd_ptr_gray_sync2 <= rd_ptr_gray_sync1;
        end
    end
    wire [ADDR_WIDTH-1:0] wr_ptr_sync_bin = gray2bin(wr_ptr_gray_sync2);
    wire [ADDR_WIDTH-1:0] rd_ptr_sync_bin = gray2bin(rd_ptr_gray_sync2);
    assign fifo_full = ((wr_ptr + 1) == rd_ptr_sync_bin) ||
                       ((wr_ptr + 1 - rd_ptr_sync_bin) == DEPTH);
    assign fifo_empty = (rd_ptr == wr_ptr_sync_bin);
    assign data_out_valid = ~fifo_empty;
endmodule
==> impl_metrics.yaml <==
# yosys + openroad results
status:
  run_status: "finished, final reports clean"
logic_synthesis:
  edf_count: 128
  ys_types: 51
  synth-cells-yosys: 447
  synthTopCellsByCount: "128 x edfxtp_1, 38 x dfrtp_1, 32 x nand2_1"
  yosys-stat-area_um2: 6738
  yosysMostFrequentCell: "edfxtp_1"
  mappedNetlistArea_um2: 6738
  synthArstFlopShare_pct: 22.89
  netlist_instances: 447
  top_cell_area_share_pct: 57.05
  top_cells_by_area: "edfxtp_1 57%, dfrtp_1 14%, ha_1 2.4%"
  synth.avg_cell_area_um2: 15.07
  ys_warn_count: 2
  synth_top_flop_cell: "edfxtp_1"
  synth.largest_area_cell: "edfxtp_1"
  ys_ff: 166
  ys_seq_share_pct: 71.16
global_routing:
  antenna_found_initial: 0
  grt_pass1_wl_um: 23930
  overflow: 0
  grt_usage_pct: 14.29
  grt_pass1_vias: 4214
  grt_max_degree: 39
worst_setup_path:
  endpoint_kind: "output port"
  crit_top_cell: "buf_4"
  slowest_delay_ns: 0.40
  timing.critical_path.buf_inv: 4
  worstPathCellList: "xnor2_2, buf_4, buf_4, ha_1, a2111oi_4, o2111ai_2, inv_1, buf_2"
  critical_path_required_ns: 2.32
  path_max_fanout: 3
  cp.arrival_ns: 2.24
  critical_path.top_delay_family: "AND-OR/OR-AND gates"
  crit_path_top_delay_cell: "dfrtp_1"
  start_kind: "flop"
  crit_type: "flop to output port"
detailed_routing:
  viasPerCell: 5.090
  antenna_left: 0
  drt_iter0_drc: 302
  drc: 0
  totalWireLength_um: 15330
  dr.pass1.iters: 5
  via_count: 4087
  antenna_cells: 0
  routedWlPerCell_um: 19.09
run:
  max-cap-violations: 0
  warning_count: 34
floorplan:
  die_area_um2: 23060
  fp.dieW_um: 151.9
  core_area_um2: 21890
  initCoreUtil_pct: 30.78
  fp-row-count: 54
  io_pins: 24
  die_h_um: 151.9
placement:
  post_dp_cell_area_um2: 7577
  gp_congestion: 0.8604
  place_hpwl_um: 9957
  port_buffers: 22
  preCtsSetupSlack_ns: -0.005395
layout:
  final_area_um2: 8378
  syn2layout_area_growth_pct: 24.35
  drive_gt1_share_pct: 19.69
  final_core_util_pct: 38.27
power:
  powerDensity_nw_per_um2: 1130
  p_leak_nw: 2.990
  totalPowerFinal_mw: 9.465
  vdd_drop_max_mv: 0.5208
sta:
  tightestPinTransition_ns: 0.7777
  fin_skew_ns: 0.006057
  setup_violations: 0
  max_slew_margin_pct: 48.16
  worst_slack_ns: 0.08313
  timing.hold.ws_ns: 0.2298
  hold_viol_final: 0
  final_max_slew_viol_count: 0
  rsz0062_at_grt: "yes"
clock_network:
  hold_buffers: 0
  clock-sinks: 166
  path_clk_slew_ns: 0.06
  cts_tree: "built"
min_path:
  worstHoldPathType: "flop to flop"
==> power by group <==
part	leakage [nW]	internal, mW	switching [mW]	total [mW]
clock network	0.327	1.56	0.959	2.52
logic	1.06	1.70	2.09	3.79
registers	1.60	2.95	0.211	3.16
total	2.99	6.21	3.26	9.47
==> flip-flops by register name, summed over array words and instances (netlist names) <==
name               cells
rd_ptr                 4
wr_ptr_gray            3
wr_ptr_gray_sync2      4
mem                  128
rd_ptr_gray_sync2      4
dout                   8
rd_ptr_gray_sync1      4
rd_ptr_gray            3
wr_ptr_gray_sync1      4
wr_ptr                 4
==> per-stage QoR <==
step	instances	TNS [ns]
floorplan	447	0
global placement	762	0
detailed placement	762	-0.005395
CTS	802	0
global route	803	-1.997
finish	803	0
==> per-layer routing <==
metal	share of wire, %	wire length, um	vias to the layer above	track usage, %
met3	11	1651	25	7.498
met4	2.3	359	0	3.429
li1	-	-	1856	-
met2	48	7305	204	21.90
met5	0	0	-	0
met1	39	6016	2002	18.48
==> cells by family after synthesis <==
family	after synthesis	synth area share [%]
AND/OR/NAND/NOR	102	7.577
multiplexers	12	1.894
AND-OR/OR-AND	92	10.99
XOR/XNOR	25	3.250
flip-flops	166	71.16
adder cells (fa/ha/maj)	13	2.414
buffers and inverters	37	2.711
==> path summary, 6_finish.rpt <==
| check | end | start | slack, ns | cells after the start |
|---|---|---|---|---|
| worst min-delay path | rd_ptr_gray_sync1[0] | rd_ptr_gray[0] | 0.23 | 0 |
| worst max-delay path | fifo_full | rd_ptr_gray_sync2[3] | 0.08 | 8 |
| worst min register to register | rd_ptr_gray_sync1[0] | rd_ptr_gray[0] | 0.23 | 0 |
| max in group clk1 | mem[12][5] | rd_ptr_gray_sync2[3] | 0.12 | 10 |
| min in group clk0 | wr_ptr_gray_sync2[0] | wr_ptr_gray_sync1[0] | 0.35 | 0 |
| max in group asynchronous | dout[5] | rst | 1.75 | 3 |
| min in group asynchronous | rd_ptr_gray_sync2[1] | rst | 0.67 | 3 |
| worst max register to register | dout[1] | rd_ptr[0] | 0.09 | 8 |
==> placed cells by master, fill, tap and decap left out, drive strengths merged, types with 4 or more instances in the layout <==
| cell type | synthesis | routed |
|---|---|---|
| nor2 | 16 | 16 |
| a32oi | 4 | 4 |
| xnor2 | 16 | 16 |
| dfrtp | 38 | 38 |
| mux2 | 6 | 6 |
| nand3 | 14 | 14 |
| edfxtp | 128 | 128 |
| buf | 19 | 43 |
| a21oi | 7 | 7 |
| a311oi | 5 | 5 |
| clkbuf | 5 | 22 |
| xor2 | 9 | 9 |
| ha | 13 | 13 |
| and2 | 5 | 5 |
| and3 | 20 | 20 |
| o21ai | 9 | 9 |
| mux2i | 6 | 6 |
| a221oi | 7 | 7 |
| inv | 12 | 18 |
| nand2 | 32 | 32 |
| o31ai | 6 | 6 |
| clkdlybuf4s50 | 0 | 21 |
| a22oi | 13 | 13 |
| a222oi | 8 | 8 |
| nor3 | 5 | 5 |
| a22o | 10 | 10 |
| a2111oi | 5 | 5 |
==> final cells by class <==
cell class | count | area (um2)
repair buffers | 64 | 655.6
flip-flops and latches | 166 | 4796
clock inverters | 14 | 182.7
fillers | 1984 | 13510
well taps | 280 | 350.3
clock buffers | 22 | 508.0
inverters | 13 | 48.80
multi-input cells | 244 | 1837
==> timing repair <==
item	4_1_cts	5_1_grt
buffers inserted	4	1
pin swaps	9	2
endpoints found under the setup margin	1	121
gates resized	13	2
hold endpoints to repair	0	0
Power and IR drop assume default switching activity.
